===== design/flow/constraint.sdc =====
current_design flp_imult

set clk_period 83.1
set clk_io_pct 0.2

create_clock -name clk0 -period $clk_period

set non_clock_inputs [all_inputs -no_clocks]
set_input_delay [expr $clk_period * $clk_io_pct] -clock clk0 $non_clock_inputs
set_output_delay [expr $clk_period * $clk_io_pct] -clock clk0 [all_outputs]

===== design/flow/run.sh =====
#!/bin/bash
# OpenROAD 26Q1-2900-gdf79404cd8, Yosys 0.63+post, stock flow scripts
make -C /OpenROAD-flow-scripts/flow DESIGN_CONFIG=/design/flow/config.mk WORK_HOME=/design/flow/orfs finish

===== design/flow/design.v =====
module flp_imult(
	i_mlpr,
	i_mlpd,
	o_prod
);
parameter WIDTH = 32;
input wire [WIDTH-1:0]		i_mlpr;	 
input wire [WIDTH-1:0]		i_mlpd;	 
output wire [2*WIDTH-1:0]	o_prod;	 
reg [2*WIDTH-1:0]	prod;			 
wire [2*WIDTH-1:0]	mlpd[0:WIDTH-1];	 
assign o_prod = prod;	 
genvar g;
generate
	for(g = 0; g < WIDTH; g=g+1)
	begin: mlpd_table
		assign mlpd[g] = { {WIDTH-g{1'b0}}, i_mlpd, {g{1'b0}} };
	end
endgenerate
integer i;
always @(*)
begin
	prod = {2*WIDTH{1'b0}};
	for(i=0; i < WIDTH; i=i+1)
	begin
		if(i_mlpr[i] == 1'b1)
			prod = prod + mlpd[i];
	end
end
endmodule  

===== design/flow/config.mk =====
export PLATFORM = sky130hd
export DESIGN_NAME = flp_imult
export DESIGN_NICKNAME = flp_imult
export VERILOG_FILES = /design/flow/design.v
export SDC_FILE = /design/flow/constraint.sdc
export NUM_CORES = 4
export LEC_CHECK = 1
export CORE_UTILIZATION = 50
export SYNTH_HDL_FRONTEND = slang

==> flow_summary.rst <==
Flow metrics
------------

.. list-table::
   :header-rows: 1

   * - Metric
     - Value
   * - Result of the run
     - finished, final reports clean
   * - Count of pins on the block boundary
     - 128
   * - Pin count of the biggest net entering global routing
     - 57
   * - Antenna violations before repair
     - 13
   * - Combined global-route utilization of all metal layers
     - 41.3%
   * - Number of fill cells in the layout
     - 12100
   * - Area used by multi-input combinational logic
     - 62500 sq um
   * - Sequential cell area fraction in the yosys report
     - 0%
   * - Remaining global-route overflow
     - 0
   * - Overall routed net length
     - 274000 um
   * - Peak fanout along the critical path
     - 6
   * - Peak VDD IR
     - 0.00223 V
   * - Flip-flops
     - 0
   * - Area taken by flip-flops and latches
     - 0 sq um
   * - Post-detail-place hpwl
     - 224000 um
   * - Fp_density
     - 50.7%
   * - Post-Route Setup TNS
     - 0 ps
   * - Total number of yosys warnings
     - 0
   * - Cts-stage hold buffer count
     - 0
   * - Synthesized area divided by synthesized cell count
     - 6.74 sq um
   * - Area share of the largest cell type after synthesis
     - 21.3%
   * - Full die area
     - 130000 sq um
   * - Post-detailed-route via-to-cell ratio
     - 6.58
   * - Arrival time of data at the critical path endpoint
     - 63670 ps
   * - Max-cap violations
     - 0
   * - Remaining number of nets flagged by the antenna check after routing
     - 0
   * - Cell seen most often among critical-path stages
     - ha_1
   * - Achievable clock frequency
     - 12.5 MHz
   * - Final-layout clock buffer total
     - 0
   * - Hold depth
     - 3
   * - HP Class
     - in2out
   * - Hold path startpoint
     - i_mlpr[0]
   * - Cell total in the yosys stat output
     - 9510
   * - Final weighted congestion of routability-driven global placement
     - 1.08
   * - Placement Rows
     - 130
   * - Post-synth cell types
     - 112
   * - Proportion of layout cells with a drive suffix above 1
     - 9.32%
   * - Gate count after technology mapping
     - 9510
   * - Internal portion of total power
     - 50.0 mW
   * - Classification of the worst setup path
     - in2out
   * - Count of buffers inserted at the top-level ports
     - 128
   * - Area leader, netlist
     - ha_1
   * - Proportion of total power due to net switching
     - 54.1%
   * - Vertical die dimension
     - 360 um
   * - Power density of the placed cells
     - 1570 nW/um^2
   * - DR DRC count
     - 0
   * - Largest cells by area after synthesis
     - ha_1 21%, a21oi_1 7.3%, xnor2_1 6.3%
   * - Endpoint required time on the critical path
     - 66480 ps
   * - Average wire per standard cell
     - 24.2 um
   * - Total net switching power
     - 59.0 mW
   * - Worst rel slew slack
     - 25.8%
   * - Global-route wire length before repair
     - 409000 um
   * - Sort of element at the end of the critical path
     - primary output
   * - Endpoints failing hold
     - 0
   * - Critical Path Start Type
     - input pin
   * - Lkg Pwr
     - 31.9 nW
   * - End point of the most critical hold path
     - o_prod[0]
   * - Max Transition Viols Final
     - 0
   * - Hold WS
     - 33990 ps
   * - Area delta synth->final
     - 8.52%
   * - Pin slew with the least headroom to its limit
     - 1110 ps
   * - Width of the die
     - 360 um
   * - Netlist area before placement
     - 64100 sq um
   * - Slowest library cell on the worst path
     - a2111oi_0
   * - Share of the cycle needed by the critical path after routing
     - 96.6%
   * - Min cycle time layout
     - 80290 ps
   * - Area inside the core boundary
     - 126000 sq um
   * - Number of global-route vias before repair
     - 67100
   * - Via Count
     - 74500
   * - Count of endpoints failing setup in the final report
     - 0
   * - Number of warning messages in the logs
     - 135
   * - Drt first-iter violations
     - 7185
   * - Largest stage delay, worst path
     - 570 ps
   * - Chip area from the yosys synthesis statistics
     - 64100 sq um
   * - 1st-pass router iterations
     - 6
## power groups by stage
stage | sequential [mW] | combinational (mW) | clock [mW]
5_1_grt | 0 | 121 | 0
4_1_cts | 0 | 106 | 0
## logic make-up after synthesis
kind of cell               count (synthesis)  share of synthesized area [%]
muxes                                    225                           3.84
xor gates and xnor gates                 728                           9.95
buffers and inverters                    734                           4.32
and+or+nand+nor                         3081                           22.2
adders and majority gates               1121                           22.3
AOI/OAI and AO/OA                       3621                           37.4
## routing by layer
metal / wire length [um] / GRT usage (%) / part of all wire [%] / vias up
li1: - / - / - / 35900
met1: 118000 / 57.6 / 43 / 34500
met2: 112000 / 61.3 / 41 / 3517
met3: 26500 / 6.97 / 9.6 / 581
met4: 17400 / 20.8 / 6.3 / 12
met5: 301 / 0 / 0.11 / -
## metrics by stage
stage          utilization (%)  total power [mW]  cell area, sq um  std cells  setup slack [ps]
5_1_grt                   55.0               121             69500      11300              -161
6_report                  55.0               109             69500      11300              2810
2_1_floorplan                -              79.7             64100       9510              7270
3_5_place_dp              53.8               105             68000      11300              -159
4_1_cts                   53.8               106             68000      11300              2.71
3_3_place_gp              53.8               105             68000      11300              -170
## placed cells by master (no fill, tap or decap), types with 240 or more instances in the layout
cell type | netlist | routed
a21oi_1 | 933 | 894
nand2_1 | 1017 | 1013
ha_1 | 1090 | 1080
inv_1 | 452 | 449
a21o_1 | 409 | 408
xnor2_1 | 462 | 456
o21a_1 | 241 | 240
o21ai_0 | 693 | 657
xor2_1 | 266 | 266
nor2_1 | 856 | 849
buf_4 | 0 | 286
## timing repair
| item | in CTS | in global routing |
|---|---|---|
| pin swaps | 0 | 33 |
| gates cloned | 0 | 0 |
| buffers inserted | 0 | 42 |
| endpoints found under the setup margin | 5 | 21 |
| gates resized | 3 | 287 |
## critical path, delay by kind of cell
family,cells,cell delay [ps]
xor gates and xnor gates,23,3750
AOI/OAI and AO/OA,106,22970
and+or+nand+nor,51,6330
buffers and inverters,17,2360
muxes,4,890
adders and majority gates,31,10580
## Yosys cell counts, drive strengths merged, types with 27 or more instances
library cell / instances
a2111oi: 28
a211o: 47
a211oi: 132
a21boi: 56
a21o: 409
a21oi: 934
a221o: 30
a221oi: 31
a22oi: 42
a311oi: 29
a31o: 47
a31oi: 166
and2: 94
and3: 97
buf: 53
clkbuf: 217
fa: 31
ha: 1090
inv: 457
mux2: 154
mux2i: 71
nand2: 1017
nand2b: 131
nand3: 229
nand3b: 27
nand4: 51
nor2: 856
nor2b: 93
nor3: 221
nor4: 32
o2111ai: 30
o211ai: 93
o21a: 243
o21ai: 725
o21bai: 108
o22ai: 41
o31a: 28
o31ai: 109
or2: 58
or3: 99
xnor2: 462
xor2: 266
## cell type report
| type | instances | share of cell area (%) |
|---|---|---|
| multi-input combinational | 8776 | 89.9 |
| timing repair buffer | 419 | 4.62 |
| tap | 1650 | 2.97 |
| inverter | 464 | 2.51 |
| antenna | 8 | 0.0288 |
## worst max-delay path by stage
stage / from / endpoint / slack [ps]
4_1_cts: i_mlpr[0] / o_prod[61] / 3
5_1_grt: i_mlpd[2] / o_prod[61] / -160
6_report: i_mlpd[2] / o_prod[62] / 2810
Power figures rest on the tool's default switching activity, not on a simulated workload.
