**design.v**
```verilog
module flp_align(
	i_sg1,
	i_ex1,
	i_sg2,
	i_ex2,
	o_sg1,
	o_sg2,
	o_ex
);
parameter EWIDTH = 8;		 
parameter SWIDTH = 23;		 
parameter RSWIDTH = 2;		 
localparam OUTWIDTH = 1 + SWIDTH + RSWIDTH;
input wire [SWIDTH:0]		i_sg1;	 
input wire [EWIDTH-1:0]		i_ex1;	 
input wire [SWIDTH:0]		i_sg2;	 
input wire [EWIDTH-1:0]		i_ex2;	 
output reg [OUTWIDTH-1:0]	o_sg1;	 
output reg [OUTWIDTH-1:0]	o_sg2;	 
output wire [EWIDTH-1:0]	o_ex;	 
wire [EWIDTH:0]		exd;	 
wire			exneg;	 
wire [EWIDTH-1:0]	shamt;	 
wire [SWIDTH:0]		shsg;	 
wire [OUTWIDTH-1:0]	sg[0:SWIDTH+RSWIDTH];	 
assign exd = { 1'b0, i_ex1 } - { 1'b0, i_ex2 };
assign exneg = exd[EWIDTH];
assign shamt = exneg ? -exd[EWIDTH-1:0] : exd[EWIDTH-1:0];
assign shsg = exneg ? i_sg1 : i_sg2;
genvar g;
generate
for(g = SWIDTH+RSWIDTH; g >= RSWIDTH; g = g-1)
begin: shr
	flp_shrjam #(
		.INWIDTH(OUTWIDTH),
		.OUTWIDTH(OUTWIDTH),
		.SHAMT(g-RSWIDTH)
	) shift_r (
		.in({ {RSWIDTH{1'b0}}, shsg }),
		.out(sg[g])
	);
end
endgenerate
generate
for(g = RSWIDTH-1; g >= 0; g = g-1)
begin: shl
	flp_shlpad #(
		.INWIDTH(OUTWIDTH),
		.OUTWIDTH(OUTWIDTH),
		.SHAMT(RSWIDTH-g)
	) shift_l (
		.in({ {RSWIDTH{1'b0}}, shsg }),
		.out(sg[g])
	);
end
endgenerate
assign o_ex = exneg ? i_ex2 : i_ex1;
localparam IW = (SWIDTH+RSWIDTH+1 <= 2) ? 1 :		
	(SWIDTH+RSWIDTH+1 <= 4) ? 2 :		
	(SWIDTH+RSWIDTH+1 <= 8) ? 3 :		
	(SWIDTH+RSWIDTH+1 <= 16) ? 4 :		
	(SWIDTH+RSWIDTH+1 <= 32) ? 5 :		
	(SWIDTH+RSWIDTH+1 <= 64) ? 6 :		
	(SWIDTH+RSWIDTH+1 <= 128) ? 7 :	
	(SWIDTH+RSWIDTH+1 <= 256) ? 8 :	
	-1;
always @(*)
begin
	o_sg1 = {OUTWIDTH{1'b0}};
	o_sg2 = {OUTWIDTH{1'b0}};
	if(shamt <= SWIDTH+RSWIDTH)
	begin
		o_sg1 = exneg ? sg[shamt[IW-1:0]] : { i_sg1, {RSWIDTH{1'b0}} };
		o_sg2 = !exneg ? sg[shamt[IW-1:0]] : { i_sg2, {RSWIDTH{1'b0}} };
	end
	else
	begin
		o_sg1 = exneg ? { {OUTWIDTH-1{1'b0}}, |i_sg1 } :
			{ i_sg1, {RSWIDTH{1'b0}} };
		o_sg2 = !exneg ? { {OUTWIDTH-1{1'b0}}, |i_sg2 } :
			{ i_sg2, {RSWIDTH{1'b0}} };
	end
end
endmodule  
module flp_shlpad(
	in,
	out
);
parameter INWIDTH = 64;		 
parameter OUTWIDTH = 32;	 
parameter SHAMT = 2;		 
input wire [INWIDTH-1:0]	in;
output wire [OUTWIDTH-1:0]	out;
assign out = { in[OUTWIDTH-SHAMT-1:0], {SHAMT{1'b0}} };
endmodule  
module flp_shrjam(
	in,
	out
);
parameter INWIDTH = 64;		 
parameter OUTWIDTH = 32;	 
parameter SHAMT = 2;		 
input wire [INWIDTH-1:0]	in;
output wire [OUTWIDTH-1:0]	out;
wire [INWIDTH+SHAMT-1:0] pad_in = { {SHAMT{1'b0}}, in };
assign out = { pad_in[OUTWIDTH+SHAMT-1:SHAMT+1], |pad_in[SHAMT:0] };
endmodule  
```
**run.sh**
```bash
#!/bin/bash
# OpenROAD 26Q1-2900-gdf79404cd8, Yosys 0.63+post, stock flow scripts
make -C /OpenROAD-flow-scripts/flow DESIGN_CONFIG=/design/flow/config.mk WORK_HOME=/design/flow/orfs finish
```
**config.mk**
```make
export PLATFORM = sky130hd
export DESIGN_NAME = flp_align
export DESIGN_NICKNAME = flp_align
export VERILOG_FILES = /design/flow/design.v
export SDC_FILE = /design/flow/constraint.sdc
export NUM_CORES = 4
export LEC_CHECK = 1
export CORE_UTILIZATION = 50
export SYNTH_HDL_FRONTEND = slang
```
**constraint.sdc**
```tcl
current_design flp_align

set clk_period 22.8
set clk_io_pct 0.2

create_clock -name clk0 -period $clk_period

set non_clock_inputs [all_inputs -no_clocks]
set_input_delay [expr $clk_period * $clk_io_pct] -clock clk0 $non_clock_inputs
set_output_delay [expr $clk_period * $clk_io_pct] -clock clk0 [all_outputs]
```
==> results.json <==
{
  "drc": 23,
  "num_vias": 4304,
  "grt_pass1_vias": 4028,
  "crit_family": "simple AND/OR/NAND/NOR gates",
  "yosys.area.top_type_share_pct": 13.4,
  "chip_area_mm2": 0.00706,
  "worst-path-max-fanout": 56,
  "fin_crit_ns": 14.29,
  "first_iter_violations": 365,
  "hold_path_class": "in2out",
  "m1WireLength_um": 5130,
  "hold_viol": 0,
  "core_area_mm2": 0.00642,
  "placement.setup.worst_slack_ns": 8.65,
  "fp-row-count": 29,
  "maxSlewHeadroom_pct": 44.0,
  "slowest_delay_ns": 0.78,
  "synth_area_mm2": 0.00336,
  "grt_max_degree": 62,
  "die_h_um": 84.0,
  "setup_viol_count_final": 0,
  "gr-total-overflow": 0,
  "ys_seq_share_pct": 0,
  "hold_ws_ns": 10.06,
  "placed_cell_area_mm2": 0.00463,
  "tightest_slew_ns": 0.832,
  "status": "complete, but fails checks",
  "clock_buffers": 0,
  "routed.top_layer": "met4",
  "final.setup.worst_slack_ns": 8.51,
  "power.share.clock_pct": 0,
  "final_area_mm2": 0.00463,
  "flops": 0,
  "syn_to_final_growth_pct": 37.6,
  "antenna_left": 0,
  "crit_top_cell": "clkdlybuf4s50_1",
  "max_cap_viol_count": 0,
  "internal_power_uw": 111,
  "leakagePower_nw": 1.73,
  "pwr-share-seq_pct": 0,
  "critPathLaunchType": "input pin",
  "wl_met2_um": 5690,
  "slew_violations": 0,
  "avgViaCountPerCell": 6.88,
  "crit_arrival_ns": 9.73,
  "combPwrFrac_pct": 100.0,
  "regArea_um2": 0,
  "die_x_um": 84.0,
  "tool_warnings": 33,
  "yosysTopAreaCell": "mux4_2",
  "fmax_mhz": 70.0,
  "synth_cell_types": 65,
  "fp_util_pct": 52.4,
  "crit_required_ns": 18.24,
  "grt_pass1_wl_um": 20500,
  "drive_gt1_share_pct": 13.1,
  "yosys_area_mm2": 0.00336,
  "end_kind": "output pin",
  "wl_per_cell_um": 20.6,
  "top_cells_by_count": "nand2_1, nor2_1, mux2i_1",
  "antenna_cells": 0,
  "synthCells": 449,
  "grt_antenna_before_repair": 0,
  "io_buffer_count": 124,
  "place_congestion": 0.969,
  "critPathBufInv": 4,
  "synth_stat.cells": 449,
  "hold_buffers": 0,
  "wl_met3_um": 1610,
  "rsz0062_at_grt": "false",
  "finalSetupTns_ns": 0,
  "violations": "DRC",
  "yosysWarnings": 0,
  "syn_avg_cell_area_um2": 7.49,
  "vdd_ir_drop_max_v": 0.0000382,
  "track_usage_pct": 37.2,
  "topCellsByArea": "mux4_2, mux2i_1, mux2_2",
  "crit_slowest_cell": "nor4_1",
  "p_sw_share_pct": 55.1,
  "ioPinCount": 124,
  "finalWirelength_um": 12900,
  "critical_path_class": "in2out",
  "dr.pass1.iters": 50,
  "cts_resized": 0,
  "min_path_cells": 4,
  "power_switching_uw": 136,
  "finalClockPeriodUsage_pct": 62.7,
  "crit_chain": "clkdlybuf4s50_1, ha_1, inv_1, fa_1, a211o_1, a211o_4, nand2_4, buf_4, nand4_1, and2_1, nor4_1, mux2_2, clkdlybuf4s50_1",
  "cts_setup_buffers": 0,
  "yosysMostFrequentCell": "nand2_1",
  "p_per_area_mw_per_mm2": 53.5,
  "cp.depth": 13,
  "hpwl_um": 10200
}
[per-layer routing]
metal / track usage [%] / vias to the layer above
met5: 0 / -
met4: 11.0 / 0
met3: 12.4 / 41
met2: 56.9 / 292
met1: 50.7 / 1985
li1: - / 1986
[worst min-delay path, stage by stage]
cell,delay [ns]
clkdlybuf4s50_1,0.40
inv_1,0.07
o21ai_0,0.08
clkdlybuf4s50_1,0.40
[metrics by stage]
step / total power, mW / std cells / util (%)
after floorplan: 0.154 / 449 / -
after global placement: 0.240 / 626 / 72.1
final: 0.248 / 626 / 72.1
after global routing: 0.266 / 626 / 72.1
after detailed placement: 0.242 / 626 / 72.1
after CTS: 0.243 / 626 / 72.1
[cell families (layout without fill, tap and decap cells)]
family	Yosys count	in the layout	share of synthesized area, %
mux	71	71	29.3
buf+inv	49	149	6.84
xor+xnor	11	11	3.09
fa+ha+maj	10	10	3.94
compound gates	148	148	33.2
simple gates	160	160	23.5
[worst paths after layout]
kind,end,startpoint,slack (ns)
max,o_sg2[10],i_ex2[0],8.51
min,o_ex[3],i_ex2[3],10.06
[area by class of cell]
cell class / instances / area [um2]
Timing Repair Buffer: 136 / 1330
Multi-Input combinational cell: 400 / 3150
Inverter: 13 / 48.8
Tap cell: 77 / 96.3
Fill cell: 467 / 1790
[cells in the final DEF (no fill, tap or decap), drive strengths merged, types with 16 or more instances in the layout]
cell / n
o21ai: 29
mux4: 20
a21oi: 20
mux2: 21
nand2: 50
nor3: 17
clkdlybuf4s50: 124
nor2: 39
mux2i: 30
nand3: 16
[power groups by stage]
stage / Combinational, mW / Sequential, mW / Clock, mW
after CTS: 0.243 / 0 / 0
after global routing: 0.266 / 0 / 0
final: 0.248 / 0 / 0
No activity file was given, so power comes from the tool's default toggle rates.
