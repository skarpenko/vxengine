==> ./design.v <==
module axi4_lite_biu(
	S_AXI_ACLK,
	S_AXI_ARESETn,
	S_AXI_AWADDR,
	S_AXI_AWPROT,
	S_AXI_AWVALID,
	S_AXI_AWREADY,
	S_AXI_WDATA,
	S_AXI_WSTRB,
	S_AXI_WVALID,
	S_AXI_WREADY,
	S_AXI_BRESP,
	S_AXI_BVALID,
	S_AXI_BREADY,
	S_AXI_ARADDR,
	S_AXI_ARPROT,
	S_AXI_ARVALID,
	S_AXI_ARREADY,
	S_AXI_RDATA,
	S_AXI_RRESP,
	S_AXI_RVALID,
	S_AXI_RREADY,
	biu_waddr,
	biu_wenable,
	biu_wdata,
	biu_wben,
	biu_waccept,
	biu_werror,
	biu_raddr,
	biu_renable,
	biu_rdata,
	biu_raccept,
	biu_rerror
);
parameter ADDR_WIDTH = 32;
parameter DATA_WIDTH = 32;
localparam [1:0] OKAY	= 2'b00;
localparam [1:0] EXOKAY	= 2'b01;	 
localparam [1:0] SLVERR	= 2'b10;
localparam [1:0] DECERR	= 2'b11;
input wire			S_AXI_ACLK;
input wire			S_AXI_ARESETn;
input wire [ADDR_WIDTH-1:0]	S_AXI_AWADDR;
input wire [2:0]		S_AXI_AWPROT;
input wire			S_AXI_AWVALID;
output wire			S_AXI_AWREADY;
input wire [DATA_WIDTH-1:0]	S_AXI_WDATA;
input wire [DATA_WIDTH/8-1:0]	S_AXI_WSTRB;
input wire			S_AXI_WVALID;
output wire			S_AXI_WREADY;
output wire [1:0]		S_AXI_BRESP;
output wire			S_AXI_BVALID;
input wire			S_AXI_BREADY;
input wire [ADDR_WIDTH-1:0]	S_AXI_ARADDR;
input wire [2:0]		S_AXI_ARPROT;
input wire			S_AXI_ARVALID;
output wire			S_AXI_ARREADY;
output wire [DATA_WIDTH-1:0]	S_AXI_RDATA;
output wire [1:0]		S_AXI_RRESP;
output wire			S_AXI_RVALID;
input wire			S_AXI_RREADY;
output wire [ADDR_WIDTH-1:0]	biu_waddr;
output wire			biu_wenable;
output wire [DATA_WIDTH-1:0]	biu_wdata;
output wire [DATA_WIDTH/8-1:0]	biu_wben;
input wire			biu_waccept;
input wire			biu_werror;
output wire [ADDR_WIDTH-1:0]	biu_raddr;
output wire			biu_renable;
input wire [DATA_WIDTH-1:0]	biu_rdata;
input wire			biu_raccept;
input wire			biu_rerror;
reg [ADDR_WIDTH-1:0]	awaddr_q;
reg			awvalid_q;
reg [DATA_WIDTH-1:0]	wdata_q;
reg [DATA_WIDTH/8-1:0]	wstrb_q;
reg			wvalid_q;
reg [1:0]		bresp_q;
reg			bvalid_q;
assign S_AXI_AWREADY = ~awvalid_q;
assign S_AXI_WREADY = ~wvalid_q;
assign S_AXI_BRESP = bresp_q;
assign S_AXI_BVALID = bvalid_q;
assign biu_waddr = awaddr_q;
assign biu_wenable = awvalid_q && wvalid_q;
assign biu_wdata = wdata_q;
assign biu_wben = wstrb_q;
always @(posedge S_AXI_ACLK or negedge S_AXI_ARESETn)
begin
	if(!S_AXI_ARESETn)
	begin
		awvalid_q <= 1'b0;
		wvalid_q <= 1'b0;
	end
	else
	begin
		if(S_AXI_AWVALID && ~awvalid_q)
		begin
			awaddr_q <= S_AXI_AWADDR;
			awvalid_q <= 1'b1;
		end
		if(S_AXI_WVALID && ~wvalid_q)
		begin
			wdata_q <= S_AXI_WDATA;
			wstrb_q <= S_AXI_WSTRB;
			wvalid_q <= 1'b1;
		end
		if(awvalid_q && wvalid_q && biu_waccept)
		begin
			awvalid_q <= 1'b0;
			wvalid_q <= 1'b0;
		end
	end
end
always @(posedge S_AXI_ACLK or negedge S_AXI_ARESETn)
begin
	if(!S_AXI_ARESETn)
	begin
		bvalid_q <= 1'b0;
	end
	else
	begin
		if(awvalid_q && wvalid_q && biu_waccept)
		begin
			bresp_q <= biu_werror ? SLVERR : OKAY;
			bvalid_q <= 1'b1;
		end
		if(S_AXI_BREADY && bvalid_q)
		begin
			bvalid_q <= 1'b0;
		end
	end
end
reg [ADDR_WIDTH-1:0]	araddr_q;
reg			arvalid_q;
reg [DATA_WIDTH-1:0]	rdata_q;
reg [1:0]		rresp_q;
reg			rvalid_q;
assign S_AXI_ARREADY = ~arvalid_q;
assign S_AXI_RDATA = rdata_q;
assign S_AXI_RRESP = rresp_q;
assign S_AXI_RVALID = rvalid_q;
assign biu_raddr = araddr_q;
assign biu_renable = arvalid_q;
always @(posedge S_AXI_ACLK or negedge S_AXI_ARESETn)
begin
	if(!S_AXI_ARESETn)
	begin
		arvalid_q <= 1'b0;
	end
	else
	begin
		if(S_AXI_ARVALID && ~arvalid_q)
		begin
			araddr_q <= S_AXI_ARADDR;
			arvalid_q <= 1'b1;
		end
		if(arvalid_q && biu_raccept)
		begin
			arvalid_q <= 1'b0;
		end
	end
end
always @(posedge S_AXI_ACLK or negedge S_AXI_ARESETn)
begin
	if(!S_AXI_ARESETn)
	begin
		rvalid_q <= 1'b0;
	end
	else
	begin
		if(arvalid_q && biu_raccept)
		begin
			rdata_q <= biu_rdata;
			rresp_q <= biu_rerror ? SLVERR : OKAY;
			rvalid_q <= 1'b1;
		end
		if(S_AXI_RREADY && rvalid_q)
		begin
			rvalid_q <= 1'b0;
		end
	end
end
endmodule  
==> ./run.sh <==
#!/bin/bash
# OpenROAD 26Q1-2900-gdf79404cd8, Yosys 0.63+post, stock flow scripts
make -C /OpenROAD-flow-scripts/flow DESIGN_CONFIG=/design/flow/config.mk WORK_HOME=/design/flow/orfs finish
==> ./config.mk <==
export PLATFORM = sky130hd
export DESIGN_NAME = axi4_lite_biu
export DESIGN_NICKNAME = axi4_lite_biu
export VERILOG_FILES = /design/flow/design.v
export SDC_FILE = /design/flow/constraint.sdc
export NUM_CORES = 4
export LEC_CHECK = 1
export CORE_AREA = 10 10 170 170
export DIE_AREA = 0 0 180 180
export SYNTH_HDL_FRONTEND = slang
==> ./constraint.sdc <==
current_design axi4_lite_biu

set clk_period 3.6
set clk_io_pct 0.2

create_clock -name clk0 -period $clk_period [get_ports {S_AXI_ACLK}]

set non_clock_inputs [all_inputs -no_clocks]
set_input_delay [expr $clk_period * $clk_io_pct] -clock clk0 $non_clock_inputs
set_output_delay [expr $clk_period * $clk_io_pct] -clock clk0 [all_outputs]
==> results.sh <==
# source this file to load flow results
export IMPL_maxCapViolations=0
export IMPL_ir_drop_mv=0.244
export IMPL_initCoreUtil_pct=17.0
export IMPL_hold_viol=0
export IMPL_cts_htree_levels=4
export IMPL_grt_pass1_vias=2974
export IMPL_drc_errors=0
export IMPL_p_per_area_nw_per_um2=507
export IMPL_cpPeakStageDelay_ns=0.48
export IMPL_drt_pass1_iterations=3
export IMPL_ant_nets=0
export IMPL_drive_above_1_share_pct=6.93
export IMPL_critPathBufInv=1
export IMPL_slew_viol_final=0
export IMPL_period_minus_slack_ns=2.23
export IMPL_synth_flops=139
export IMPL_via_per_inst=3.35
export IMPL_cts_setup_buffers=0
export IMPL_grt_pass1_wl_mm=21.3
export IMPL_area_growth_pct=90.5
export IMPL_ios=292
export IMPL_drt_wirelength_per_cell_um=17.7
export IMPL_cp_max_fo=4
export IMPL_path_class="reg -> out"
export IMPL_fp_dieW_um=180
export IMPL_ys_types=11
export IMPL_status="completed"
export IMPL_hold_path_class="reg -> reg"
export IMPL_slew_headroom_pct=64.9
export IMPL_setup_viol=0
export IMPL_clock_sinks=139
export IMPL_synth_area_um2=4270
export IMPL_coreArea_um2=25200
export IMPL_tritoncts_num_buffers=17
export IMPL_p_leak_nw=2.78
export IMPL_tightest_slew_ns=0.525
export IMPL_endpoint_kind="output port"
export IMPL_routed_wirelength_mm=14.3
export IMPL_hold_path_depth=1
export IMPL_drt_iter0_markers=130
export IMPL_layout_top_cells="clkdlybuf4s50_1, edfxtp_1, clkbuf_16"
export IMPL_arrival_ns=1.51
export IMPL_critPathSlowestCell="clkdlybuf4s50_1"
export IMPL_die_area_um2=32400
export IMPL_warnings=31
export IMPL_rsz0062_at_grt="false"
export IMPL_avgSynthCellArea_um2=27.0
export IMPL_num_rows=58
export IMPL_yosysWarningCount=0
export IMPL_clk_latency_ns=0.40
export IMPL_synthTopCellsByArea="edfxtp_1, dfrtp_1, and3_1, o21a_1, mux2i_1"
export IMPL_worstRegToRegCells=3
export IMPL_dp_hpwl_mm=11.9
export IMPL_die_h_um=180
export IMPL_grt_max_degree=37
export IMPL_gp_congestion=0.793
export IMPL_cts_resized=0
export IMPL_finalNonFillerCells=807
export IMPL_ys_seq_share_pct=97.2
export IMPL_crit_chain="and2_4, clkdlybuf4s50_1"
export IMPL_cp_start_kind="flop"
export IMPL_dp_cells=774
export IMPL_lay_top_count="clkdlybuf4s50_1"
export IMPL_vias=2701
export IMPL_synthesis_instances=158
export IMPL_synth_largest_area_cell="edfxtp_1"
export IMPL_cp_top_family="buffers and inverters"
export IMPL_finalCritPeriodShare_pct=61.9
export IMPL_crit_required_ns=2.88
export IMPL_cts_tree="yes"
export IMPL_root_buffer="clkbuf_16"
export IMPL_yosys_area_um2=4270
export IMPL_fin_skew_ns=0.00706
export IMPL_path_depth=2
export IMPL_overflow=0
export IMPL_clockBufferDepth=2
export IMPL_holdBufCountCts=0
export IMPL_grt_usage_pct=8.83
export IMPL_top_area_share_pct=94.2
export IMPL_antenna_found_initial=0
export IMPL_path_clk_slew_ns=0.06
export IMPL_port_buffer_count=283
export IMPL_totalNegativeSetupSlack_ns=0
export IMPL_yosysCellCount=158
export IMPL_clock_fmax_mhz=448
layer usage:
| layer | routed length [µm] | vias up | GRT usage [%] | share of wire [%] |
|---|---|---|---|---|
| met5 | 0 | - | 0 | 0 |
| met4 | 199 | 0 | 1.19 | 1.4 |
| met3 | 1560 | 12 | 4.75 | 11 |
| met2 | 6970 | 170 | 14.1 | 49 |
| met1 | 5560 | 1278 | 10.7 | 39 |
| li1 | - | 1241 | - | - |
layout make-up:
cell class	instances	area, µm²
Antenna cell	1	2.50
Clock buffer	20	437
Clock inverter	12	148
Fill cell	2366	17000
Inverter	3	11.3
Multi-Input combinational cell	15	100
Sequential cell	139	4150
Tap cell	330	413
Timing Repair Buffer	287	2880
worst register-to-register path: stages, from the launching register on:
cell and delay, ns:
dfrtp_1 0.41, inv_1 0.12, and3_1 0.46, buf_12 0.24
where the power goes:
group | total [mW] | internal (mW) | leakage [nW] | switching (mW)
combinational | 0.454 | 0.326 | 1.21 | 0.128
clock | 1.72 | 1.09 | 0.287 | 0.637
sequential | 1.94 | 1.90 | 1.28 | 0.0401
state kept, by name, indices dropped and copies added, names as in the netlist:
register / count
S_AXI_RDATA: 32
biu_raddr: 32
biu_waddr: 32
biu_wdata: 32
biu_wben: 4
S_AXI_BRESP: 1
S_AXI_BVALID: 1
S_AXI_RRESP: 1
S_AXI_RVALID: 1
awvalid_q: 1
biu_renable: 1
wvalid_q: 1
Yosys cell counts, drive strengths merged:
cell	instances
and2	1
and3	5
buf	2
conb	1
dfrtp	5
edfxtp	134
inv	3
mux2i	2
nand2	1
nand3	1
o21a	3
cell families (layout without fill, tap and decap cells):
group / count (synthesis) / count (layout) / share of synthesized area (%)
compound gates: 3 / 3 / 0.527
buf+inv: 5 / 322 / 0.615
flops: 139 / 139 / 97.2
mux: 2 / 2 / 0.469
other cells: 1 / 3 / 0.0878
simple gates: 8 / 8 / 1.14
stage by stage:
stage	hold slack (ns)	cell area (µm²)	util, %	setup WS (ns)	total power [mW]
after detailed placement	0.477	7550	30.0	0.955	2.45
after CTS	0.485	8130	32.3	1.33	4.21
after global routing	0.496	8130	32.3	1.31	4.33
after floorplan	0.424	4270	-	1.56	2.02
after global placement	0.473	7550	30.0	0.994	2.44
final	0.481	8140	32.3	1.37	4.12
path summary, 6_finish.rpt:
kind / from / end / slack [ns]
max: awvalid_q$_DFFE_PN0P_ / biu_wenable / 1.37
min: S_AXI_BVALID$_DFFE_PN0P_ / S_AXI_BVALID$_DFFE_PN0P_ / 0.48
max reg2reg: biu_renable$_DFFE_PN0P_ / biu_raddr[22]$_DFFE_PP_ / 2.06
min reg2reg: S_AXI_BVALID$_DFFE_PN0P_ / S_AXI_BVALID$_DFFE_PN0P_ / 0.48
max in group asynchronous: S_AXI_ARESETn / S_AXI_BVALID$_DFFE_PN0P_ / 2.59
min in group asynchronous: S_AXI_ARESETn / biu_renable$_DFFE_PN0P_ / 0.66
No activity file was given, so power comes from the tool's default toggle rates.
