File: /design/flow/config.mk
export PLATFORM = sky130hd
export DESIGN_NAME = vxe_pipe
export DESIGN_NICKNAME = vxe_pipe
export VERILOG_FILES = /design/flow/design.v
export SDC_FILE = /design/flow/constraint.sdc
export NUM_CORES = 4
export LEC_CHECK = 1
export CORE_AREA = 10 10 109 109
export DIE_AREA = 0 0 119 119
export SYNTH_HDL_FRONTEND = slang
File: /design/flow/constraint.sdc
current_design vxe_pipe

set clk_period 1.0
set clk_io_pct 0.2

create_clock -name clk0 -period $clk_period [get_ports {clk}]

set non_clock_inputs [all_inputs -no_clocks]
set_input_delay [expr $clk_period * $clk_io_pct] -clock clk0 $non_clock_inputs
set_output_delay [expr $clk_period * $clk_io_pct] -clock clk0 [all_outputs]
File: /design/flow/design.v
module vxe_pipe #(
	parameter DATA_WIDTH = 32,	 
	parameter NSTAGES = 1		 
)
(
	clk,
	nrst,
	in,
	out,
	en
);
input wire			clk;
input wire			nrst;
input wire [DATA_WIDTH-1:0]	in;
output wire [DATA_WIDTH-1:0]	out;
input wire			en;
reg [DATA_WIDTH-1:0]	stages[0:NSTAGES-1];	 
assign	out = stages[0];
always @(posedge clk)
begin
	if(en)
	begin : pipe
		integer s;
		stages[NSTAGES-1] <= in;
		for(s = 1; s < NSTAGES; s=s+1)
		begin
			stages[s-1] <= stages[s];
		end
	end
end
endmodule  
File: /design/flow/run.sh
#!/bin/bash
# OpenROAD 26Q1-2900-gdf79404cd8, Yosys 0.63+post, stock flow scripts
make -C /OpenROAD-flow-scripts/flow DESIGN_CONFIG=/design/flow/config.mk WORK_HOME=/design/flow/orfs finish
==> changes_impl.md <==
## Implementation

- Pin count of the biggest net entering global routing: 25
- Routability cong.: 0.639
- CP top delay family: flip-flops
- Post-route antenna net violation count: 0
- Initial DRC count: 31
- WL final: 3.07 mm
- Ys flops: 32
- MI comb area: 0 µm²
- M1 wire length: 1.07 mm
- Vias/cell: 2.52
- CTS clk-pin slew, worst paths: 70 ps
- Worst Max-Slew Pin Slew: 149 ps
- VDD IR-drop max: 0.000468 V
- WP buf/inv: 1
- Hold Slack: 331 ps
- Seq share, synth: 100%
- Yosys Chip Area: 961 µm²
- Average wire per standard cell: 12.7 µm
- Final setup fails: 0
- Rel. slew slack: 90.1%
- Most flop-heavy register: stages
- Largest stage delay, worst path: 370 ps
- RSZ-0062 raised after global routing: yes
- FF/Latch Area: 961 µm²
- Vias after detailed routing: 608
- Final Util: 17.9%
- CTS tree: built
- Met2 WL: 1.30 mm
- Die footprint: 0.0142 mm²
- Slowest cell on the critical path: edfxtp_1
- Critical Path AT: 780 ps
- Synth-to-layout area growth: 79.3%
- Input/output buffers: 65
- Die height: 119 µm
- Cells after DPL: 232
- Fillers: 1082
- Total gr overflow: 0
- Final WS setup: 18.0 ps
- Gr usage total: 4.31%
- Yosys cell types: 1
- Detailed Place HPWL: 2.53 mm
- Share of layout cells above drive strength 1: 37.4%
- Max-Cap Viols: 0
- # IOs: 67
- Most frequent cells in the layout: 33 x buf_2, 32 x clkdlybuf4s50_1, 32 x edfxtp_1
- Finished Layout Cells: 241
- First-pass iteration count of the detailed router: 2
- Crit path DRT: 800 ps
- CTS Buffer Depth: 2
- OpenROAD warnings: 28
- Syn. warnings: 0
- Yosys cell count: 32
- Period utilisation layout: 98.2%
- Fmax: 1020 MHz
- Core area: 0.00964 mm²
- Setup Buffers After CTS: 0
- Max H-tree Level: 2
- Largest regs: stages x32
- Post-place setup slack: -29.8 ps
- Initial antenna violation count: 3
- Max FFs per register: 32
- #MultiIn Comb: 0
- Worst path cell trace: buf_2
- Crit path kind: reg2out
- Cts bufs inserted: 5
- Final Hold Fails: 0
- Crit-path max FO: 1
- TritonCTS Sinks: 32
- Initial Util: 9.97%
- Vias in the first global route: 668
- CP Launch Type: flip-flop
- Global-route wire length before repair: 4.54 mm
- Standard-cell rows: 36
- Avg Cell Area, Syn: 30.0 µm²
- Worst min path class: in2reg
- Leak: 0.622 nW
- P per Cell Area: 1630 mW/mm²
- Die width: 119 µm
- Crit end category: output port
- Met3 wire len: 656 µm
- Status: finished, final reports clean
- Tmin final: 982 ps
- Commonest Layout Cell: buf_2
- Max Used Layer: met5
- Synth Instances: 32
- Fin. max-slew vios: 0
- DRC viols: 0
- Mapped Area: 961 µm²
- CTS Root Buffer Type: clkbuf_8
[layer usage]
metal	vias up	GRT usage, %
li1	278	-
met1	276	4.39
met2	46	5.98
met3	4	4.89
met4	4	0.458
met5	-	0
[Yosys cell counts]
cell      count  area (µm²)
edfxtp_1     32         961
[where the power goes]
part | switching (mW) | total (mW) | internal (mW)
registers | 0.0210 | 1.61 | 1.59
clock network | 0.454 | 0.938 | 0.484
logic | 0.0681 | 0.250 | 0.182
total | 0.543 | 2.80 | 2.26
[through the flow]
step / setup TNS [ps] / power (mW) / cell area (µm²)
after global placement: -65.2 / 2.00 / 1800
after global routing: -278 / 2.98 / 1720
after detailed placement: -47.3 / 2.00 / 1800
final: 0 / 2.80 / 1720
after CTS: -14.7 / 2.89 / 1720
after floorplan: 0 / 1.62 / 961
[cell families (layout without fill, tap and decap cells)]
logic type   count (synthesis)  count (layout)  share of synthesized area, %
buf+inv                      0              75                             0
flops                       32              32                           100
other cells                  0               1                             0
[area by class of cell]
type	instances	share of cell area (%)
diodes	1	0.145
well taps	133	9.66
clock inverters	1	0.218
flip-flops and latches	32	55.8
repair buffers	67	29.8
clock buffers	7	4.43
[repair_timing]
action,4_1_cts,5_1_grt
hold buffers,0,0
endpoints found under the setup margin,32,23
gates resized,103,0
[worst paths after layout]
check                                from                endpoint  cells after the start
setup / recovery  stages[0][18]$_DFFE_PP_                 out[18]                      1
hold / removal                         en  stages[0][9]$_DFFE_PP_                      2
Power figures rest on the tool's default switching activity, not on a simulated workload.
